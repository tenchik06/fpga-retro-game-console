$ cat flow/run.sh
#!/bin/bash
# OpenROAD 26Q1-2900-gdf79404cd8, Yosys 0.63+post, stock flow scripts
make -C /OpenROAD-flow-scripts/flow DESIGN_CONFIG=/design/flow/config.mk WORK_HOME=/design/flow/orfs finish
$ cat flow/config.mk
export PLATFORM = sky130hd
export DESIGN_NAME = top_module
export DESIGN_NICKNAME = top_module
export VERILOG_FILES = /design/flow/design.v
export SDC_FILE = /design/flow/constraint.sdc
export NUM_CORES = 4
export LEC_CHECK = 1
export CORE_AREA = 10 10 107 107
export DIE_AREA = 0 0 117 117
export SYNTH_HDL_FRONTEND = slang
$ cat flow/constraint.sdc
current_design top_module

set clk_period 2.7
set clk_io_pct 0.2

create_clock -name clk0 -period $clk_period [get_ports {clk}]

set non_clock_inputs [all_inputs -no_clocks]
set_input_delay [expr $clk_period * $clk_io_pct] -clock clk0 $non_clock_inputs
set_output_delay [expr $clk_period * $clk_io_pct] -clock clk0 [all_outputs]
$ cat flow/design.v
module sprite_engine(
    input wire clk,
    input wire [9:0] x_pos,
    input wire [9:0] y_pos,
    input wire [9:0] sprite_x,     
    input wire [9:0] sprite_y,     
    output reg pixel_out
);
    reg [15:0] sprite_memory [0:15];
    initial begin
        sprite_memory[0]  = 16'b0000000001110000;
        sprite_memory[1]  = 16'b0000000011111000;
        sprite_memory[2]  = 16'b0000000011111000;
        sprite_memory[3]  = 16'b0000000011111000;
        sprite_memory[4]  = 16'b0000000011111000;
        sprite_memory[5]  = 16'b0000000011110000;
        sprite_memory[6]  = 16'b0000111111110000;
        sprite_memory[7]  = 16'b0011111111111000;
        sprite_memory[8]  = 16'b0111111111111100;
        sprite_memory[9]  = 16'b1111111111111100;
        sprite_memory[10] = 16'b1111111111111100;
        sprite_memory[11] = 16'b1111111111111000;
        sprite_memory[12] = 16'b0111111111110000;
        sprite_memory[13] = 16'b0001111111100000;
        sprite_memory[14] = 16'b0000111111000000;
        sprite_memory[15] = 16'b0000011110000000;
    end
    wire [3:0] sprite_pixel_x = x_pos - sprite_x;
    wire [3:0] sprite_pixel_y = y_pos - sprite_y;
    wire in_sprite_area = (x_pos >= sprite_x) && 
                         (x_pos < sprite_x + 16) && 
                         (y_pos >= sprite_y) && 
                         (y_pos < sprite_y + 16);
    always @(posedge clk) begin
        if (in_sprite_area) begin
            pixel_out <= sprite_memory[sprite_pixel_y][15 - sprite_pixel_x];
        end else begin
            pixel_out <= 0;
        end
    end
endmodule
module text_renderer(
    input wire clk,
    input wire [9:0] x,
    input wire [9:0] y,
    output reg pixel_out
);
    reg [7:0] font [0:255];
    reg [7:0] text_buffer [0:79];  
    initial begin
        $readmemh("fonts/pixel_font.hex", font);
        text_buffer[0] = "H"; text_buffer[1] = "e"; text_buffer[2] = "l"; 
        text_buffer[3] = "l"; text_buffer[4] = "o"; text_buffer[5] = " ";
        text_buffer[6] = "R"; text_buffer[7] = "e"; text_buffer[8] = "t"; 
        text_buffer[9] = "r"; text_buffer[10] = "o"; text_buffer[11] = "!";
    end
    wire [6:0] char_x = x[9:3];  
    wire [6:0] char_y = y[9:3];  
    wire [2:0] pixel_x = x[2:0];
    wire [2:0] pixel_y = y[2:0];
    wire [6:0] char_index = char_y * 10 + char_x;
    wire [7:0] current_char = (char_index < 80) ? text_buffer[char_index] : 0;
    wire [7:0] font_line = font[{current_char, pixel_y}];
    always @(posedge clk) begin
        pixel_out = (char_x < 10 && char_y < 8) ? font_line[7 - pixel_x] : 0;
    end
endmodule
module top_module(
    input wire clk,
    input wire reset,
    output reg vga_hsync,
    output reg vga_vsync,
    output reg [2:0] vga_red,
    output reg [2:0] vga_green,
    output reg [1:0] vga_blue
);
    wire [9:0] x_pos, y_pos;
    wire display_on;
    wire text_pixel, sprite_pixel;
    vga_controller vga(
        .clk(clk),
        .hsync(vga_hsync),
        .vsync(vga_vsync),
        .x_pos(x_pos),
        .y_pos(y_pos),
        .display_on(display_on)
    );
    text_renderer text(
        .clk(clk),
        .x(x_pos),
        .y(y_pos),
        .pixel_out(text_pixel)
    );
    sprite_engine sprite(
        .clk(clk),
        .x_pos(x_pos),
        .y_pos(y_pos),
        .sprite_x(100),   
        .sprite_y(150),
        .pixel_out(sprite_pixel)
    );
    always @(posedge clk) begin
        if (display_on) begin
            if (sprite_pixel) begin
                vga_red <= 3'b111;     
                vga_green <= 3'b000;
                vga_blue <= 2'b00;
            end else if (text_pixel) begin
                vga_red <= 3'b111;     
                vga_green <= 3'b111;
                vga_blue <= 2'b11;
            end else begin
                vga_red <= 3'b000;     
                vga_green <= 3'b000;
                vga_blue <= 2'b00;
            end
        end else begin
            vga_red <= 3'b000;
            vga_green <= 3'b000;
            vga_blue <= 2'b00;
        end
    end
endmodule
module vga_controller(
    input wire clk,
    output reg hsync,
    output reg vsync,
    output reg [9:0] x_pos,
    output reg [9:0] y_pos,
    output reg display_on
);
    parameter H_DISPLAY = 640;
    parameter H_FRONT = 16;
    parameter H_SYNC = 96;
    parameter H_BACK = 48;
    parameter H_TOTAL = 800;
    parameter V_DISPLAY = 480;
    parameter V_FRONT = 10;
    parameter V_SYNC = 2;
    parameter V_BACK = 33;
    parameter V_TOTAL = 525;
    reg [9:0] h_count = 0;
    reg [9:0] v_count = 0;
    always @(posedge clk) begin
        if (h_count < H_TOTAL - 1)
            h_count <= h_count + 1;
        else begin
            h_count <= 0;
            if (v_count < V_TOTAL - 1)
                v_count <= v_count + 1;
            else
                v_count <= 0;
        end
    end
    always @* begin
        hsync = ~((h_count >= (H_DISPLAY + H_FRONT)) && 
                 (h_count < (H_DISPLAY + H_FRONT + H_SYNC)));
        vsync = ~((v_count >= (V_DISPLAY + V_FRONT)) && 
                 (v_count < (V_DISPLAY + V_FRONT + V_SYNC)));
        display_on = (h_count < H_DISPLAY) && (v_count < V_DISPLAY);
        x_pos = (h_count < H_DISPLAY) ? h_count : 0;
        y_pos = (v_count < V_DISPLAY) ? v_count : 0;
    end
endmodule
==> impl_metrics.yaml <==
# synthesis and place-and-route metrics
status:
  status: "finished, final reports clean"
finish:
  fill_cells: 994
  area_growth_pct: 18.8
  mostFrequentLayoutCells: "nor2_1, buf_4, nand2_1"
  drive_above_1_share_pct: 15.7
  utilization_pct: 20.1
  final_common_cell: "nor2_1"
logic_synthesis:
  netlist_instances: 176
  yosys_area_um2: 1550
  synth_flop_count: 22
  seq_area_frac_synth_pct: 34.8
  yosys_cells: 176
  yosys_warnings: 0
  synth-main-ff-cell: "dfxtp_1"
  netlist_area_um2: 1550
  synth.distinct_cells: 49
  top_area_share_pct: 19.3
  topCellsByArea: "edfxtp_1, dfxtp_1, ha_1"
  top_area_cell: "edfxtp_1"
  edf_count: 10
  syn_area_per_cell_um2: 8.83
  async_flop_share_pct: 0
floorplanning:
  die-area_um2: 13700
  fp_util_pct: 16.9
  rows: 35
  ios: 12
  coreArea_um2: 9200
  die_w_um: 117
  die_h_um: 117
route:
  post_drt_wl_per_cell_um: 10.1
  final_antenna_net_count: 0
  dr_total_vias: 1247
  viasPerCell: 4.13
  drt-total-wl_um: 3050
  antennaDiodeCount: 0
  dr.pass1.iters: 4
  drcViolationCount: 0
  drt_iter0_markers: 80
critical_path:
  regToRegStartpoint: "vga.v_count[5]"
  cp_max_fo: 4
  slowest_delay_ps: 390
  path_depth: 11
  start_kind: "register"
  cp_cell_sequence: "and3_2 -> a21oi_1 -> buf_4 -> and2_4 -> ha_2 -> nand2b_1 -> a211o_2 -> a2111oi_2 -> buf_4 -> o41ai_1 -> o32ai_1"
  crit_type: "reg2reg"
  crit_buf_inv: 2
  cp.arrival_ps: 2680
  ff2ff_path_depth: 11
  endpoint_kind: "register"
  worstReg2RegEnd: "sprite.pixel_out"
  cpMostUsedCell: "buf_4"
  slowest_stage: "edfxtp_1"
  crit_path_end: "sprite.pixel_out"
  crit_start: "vga.v_count[5]"
  required_ps: 2870
  path_delay_family: "AND-OR/OR-AND gates"
  r2r_slack_ps: 180
clock_network:
  cts.sinks: 22
  cts_tree: "done"
  cts_made_buffers: 3
  cts_root_buf: "clkbuf_8"
  clk_latency_ps: 260
  cts_buffer_depth: 2
  h-tree-depth: 1
  clk_pin_slew_worst_paths_ps: 80
timing:
  min_period_ps: 2520
  fin_crit_sh_pct: 93.2
  setup_viol: 0
  maxSlewViolCount: 0
  hold_viol_final: 0
  worstMarginPinSlew_ps: 822
  final.setup.tns_ps: 0
  finClkSkew_ps: 7.76
  fmax_mhz: 397
  max_slew_margin_pct: 44.9
  rsz0062_at_grt: "no"
global_routing:
  grt_usage_pct: 4.53
  first_global_vias: 1187
  grt_first_pass_wirelength_um: 5330
  grt_overflow_total: 0
  antenna_found_initial: 0
  grt_max_degree: 14
flow_run:
  drv_cap: 0
  warning_count: 34
worst_hold_path:
  hp-class: "reg2reg"
  hold_depth: 1
placement:
  place.gp.congestion: 0.845
  portBuffers: 5
  dpl.hpwl_um: 2310
power:
  power.density_nw_per_um2: 301
  ir_worst_vdd_mv: 0.114
  p_leak_nw: 0.722
routing by layer:
layer  global-route usage, %  routed length [um]  vias to the layer above
li1                        -                   -                      649
met3                   0.206                  35                        2
met1                    6.54                1560                      587
met2                    7.54                1410                        9
met4                   0.659                  40                        0
met5                       0                   0                        -
worst min path at each step:
stage	endpoint	slack (ps)	startpoint
after global routing	vga_red[1]	490	sprite.pixel_out
final	vga_red[1]	460	sprite.pixel_out
after CTS	vga_red[1]	480	sprite.pixel_out
Yosys cell counts (all sizes together) (3+ instances only):
library cell,count
o21ai,5
ha,12
nand2b,3
nand3,5
a21oi,8
nor2,17
nand2,13
nand4,5
xor2,5
clkbuf,4
and2,4
nor3,4
inv,12
xnor2,7
nor2b,5
or3,3
dfxtp,12
and3,3
edfxtp,10
buf,9
report_power, final:
part / internal (mW) / leakage [nW] / switching [mW]
clock network: 0.105 / 0.0228 / 0.106
logic: 0 / 0.487 / 0.000340
registers: 0.345 / 0.213 / 0
total: 0.450 / 0.722 / 0.106
metrics by stage:
step / setup WS (ps) / hold WS, ps / power (mW) / cells / area (um^2)
2_1_floorplan: 101 / 429 / 0.358 / 180 / 1570
3_3_place_gp: 101 / 451 / 0.353 / 297 / 1780
3_5_place_dp: 107 / 462 / 0.353 / 297 / 1780
4_1_cts: 64.7 / 478 / 0.564 / 301 / 1820
5_1_grt: 6.92 / 487 / 0.573 / 302 / 1850
6_report: 184 / 464 / 0.556 / 302 / 1850
final cells by class:
class,instances,area (um^2),area share (%)
repair buffers,20,163,8.81
flip-flops and latches,22,541,29.3
clock buffers,4,45.0,2.44
multi-input cells,133,913,49.5
well taps,111,139,7.53
inverters,12,45.0,2.44
timing repair:
action / 4_1_cts / 5_1_grt
resized: 0 / 6
endpoints found under the setup margin: 0 / 1
buffers inserted: 0 / 1
hold buffers: 0 / 0
hold endpoints to repair: 0 / 0
state kept, by name, indices dropped and copies added, names as in the netlist:
name / count
vga_red: 1
vga.v_count: 10
vga.h_count: 10
sprite.pixel_out: 1
logic make-up (layout without fill, tap and decap cells):
logic type | Yosys count | after routing | synth area share (%)
AND-OR/OR-AND | 34 | 34 | 15.7
XOR/XNOR | 12 | 12 | 6.76
adder cells (fa/ha/maj) | 12 | 12 | 9.66
buffers and inverters | 25 | 36 | 8.29
flip-flops | 22 | 22 | 34.8
multiplexers | 1 | 1 | 0.966
other | 1 | 5 | 0.241
AND/OR/NAND/NOR | 69 | 69 | 23.6
worst register-to-register path: stages (launching register included):
cell	delay (ps)
edfxtp_1	390
and3_2	230
a21oi_1	150
buf_4	150
and2_4	150
ha_2	180
nand2b_1	50
a211o_2	330
a2111oi_2	350
buf_4	170
o41ai_1	60
o32ai_1	210
Power and IR drop assume default switching activity.
