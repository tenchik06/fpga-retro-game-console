==> flow/design.v <==
module vector_renderer(
    input wire clk,
    input wire [9:0] x_pos,
    input wire [9:0] y_pos,
    input wire [1:0] rotation,
    output reg pixel_out
);
    parameter CENTER_X = 320;
    parameter CENTER_Y = 240;
    parameter SIZE = 30;
    reg [9:0] vx0, vy0, vx1, vy1, vx2, vy2, vx3, vy3;
    always @(*) begin
        case(rotation)
            2'b00: begin  
                vx0 = CENTER_X - SIZE; vy0 = CENTER_Y - SIZE;
                vx1 = CENTER_X + SIZE; vy1 = CENTER_Y - SIZE; 
                vx2 = CENTER_X + SIZE; vy2 = CENTER_Y + SIZE;
                vx3 = CENTER_X - SIZE; vy3 = CENTER_Y + SIZE;
            end
            2'b01: begin  
                vx0 = CENTER_X + SIZE; vy0 = CENTER_Y - SIZE;
                vx1 = CENTER_X + SIZE; vy1 = CENTER_Y + SIZE;
                vx2 = CENTER_X - SIZE; vy2 = CENTER_Y + SIZE;
                vx3 = CENTER_X - SIZE; vy3 = CENTER_Y - SIZE;
            end
            2'b10: begin  
                vx0 = CENTER_X + SIZE; vy0 = CENTER_Y + SIZE;
                vx1 = CENTER_X - SIZE; vy1 = CENTER_Y + SIZE;
                vx2 = CENTER_X - SIZE; vy2 = CENTER_Y - SIZE;
                vx3 = CENTER_X + SIZE; vy3 = CENTER_Y - SIZE;
            end
            2'b11: begin  
                vx0 = CENTER_X - SIZE; vy0 = CENTER_Y + SIZE;
                vx1 = CENTER_X - SIZE; vy1 = CENTER_Y - SIZE;
                vx2 = CENTER_X + SIZE; vy2 = CENTER_Y - SIZE;
                vx3 = CENTER_X + SIZE; vy3 = CENTER_Y + SIZE;
            end
        endcase
    end
    wire on_top = (y_pos == vy0) && (x_pos >= vx0) && (x_pos <= vx1);
    wire on_right = (x_pos == vx1) && (y_pos >= vy1) && (y_pos <= vy2);
    wire on_bottom = (y_pos == vy2) && (x_pos >= vx3) && (x_pos <= vx2);
    wire on_left = (x_pos == vx0) && (y_pos >= vy0) && (y_pos <= vy3);
    always @(posedge clk) begin
        pixel_out <= on_top | on_right | on_bottom | on_left;
    end
endmodule
==> flow/run.sh <==
#!/bin/bash
# OpenROAD 26Q1-2900-gdf79404cd8, Yosys 0.63+post, stock flow scripts
make -C /OpenROAD-flow-scripts/flow DESIGN_CONFIG=/design/flow/config.mk WORK_HOME=/design/flow/orfs finish
==> flow/config.mk <==
export PLATFORM = sky130hd
export DESIGN_NAME = vector_renderer
export DESIGN_NICKNAME = vector_renderer
export VERILOG_FILES = /design/flow/design.v
export SDC_FILE = /design/flow/constraint.sdc
export NUM_CORES = 4
export LEC_CHECK = 1
export CORE_AREA = 10 10 88 88
export DIE_AREA = 0 0 98 98
export SYNTH_HDL_FRONTEND = slang
==> flow/constraint.sdc <==
current_design vector_renderer

set clk_period 3.7
set clk_io_pct 0.2

create_clock -name clk0 -period $clk_period [get_ports {clk}]

set non_clock_inputs [all_inputs -no_clocks]
set_input_delay [expr $clk_period * $clk_io_pct] -clock clk0 $non_clock_inputs
set_output_delay [expr $clk_period * $clk_io_pct] -clock clk0 [all_outputs]
==> summary.txt <==
Physical design

The run finished with clean final reports. The slew check shows that the tightest pin keeps a relative margin of 0.687. The first detailed-routing pass took 4 iterations. The register area stands at approximately 20 um2.

The number of max-capacitance violations reported stands at 0. The total negative slack for setup checks stands at 0 ns. The chip occupies approximately 9600 um2. The worst path meets setup with approximately 0.32 ns of slack. The initialized floorplan defines 28 standard-cell rows. The count of port buffers added during placement stands at 23.

The wire length recorded after detailed routing is around 2900 um. Among all stages on the critical path, the largest delay is contributed by sky130_fd_sc_hd__clkdlybuf4s50_1. The overall power stands at around 0.00018 W. The cell total in the yosys stat output stands at roughly 140. Among cell families on the critical path, the largest total delay comes from buffers and inverters.

In the setup report, the worst path falls into the class primary input to flip-flop. After layout, the minimum clock period comes to approximately 3.4 ns. For this run, the register share of the synthesized area comes to 0.0189. STA classifies the critical path endpoint as a flip-flop. Counting endpoints that fail hold in the final report gives 0. The arrival time of data at the worst endpoint is listed as about 3.3 ns. The most common logic cells in the final layout are 36 x sky130_fd_sc_hd__ha_1, 23 x sky130_fd_sc_hd__clkdlybuf4s50_1, 14 x sky130_fd_sc_hd__nor2_1, 10 x sky130_fd_sc_hd__a21oi_1, 9 x sky130_fd_sc_hd__inv_1. The die extent in x stands at 98 um. The number of hold buffers added after CTS was 0.

The number of antenna violations at the first check in global routing came to 0. Leaving out fill and tap cells, the most frequent cell in the layout is sky130_fd_sc_hd__ha_1. Excluding fillers, the count of instances in the completed layout stands at 233. The top fanout value on the critical path stands at 13. Per STA, the highest per-stage delay on the worst path measures 0.48 ns.

The data required time reported for the critical path is 3.63 ns. Clock-pin slew was measured on the worst setup and hold paths at 0 ns. The final report lists the setup-violating endpoint count as 0. In the final layout, the registers with the most flip-flops are pixel_out x1. The worst setup path is launched from a primary input. In the hold timing report, the worst path depth is 1.

The boundary pin count stands at 24. The HPWL reported at the end of detailed placement stands at 2440 um. The fraction of final layout cells sized beyond drive strength 1 stands at 0.0190. Counting flops per register, the top entry is pixel_out. At the pin with the least slew margin, the transition time is between 0.4 and 0.5 ns. The power density over the cells stands at approximately 130 nW/um2. OpenSTA, run right after detailed placement, puts the worst setup slack at roughly 0.33 ns. The buffer count from post-CTS setup fixing stands at 0. The Yosys chip area stands at about 1100 um2.

The worst hold path belongs to the class flip-flop to output pin. In the routed netlist, the antenna diode instances number 0. The flip-flop count of the largest register, all copies and words added is 1.

Looking at the cell usage after synthesis, the top flip-flop cell is sky130_fd_sc_hd__dfxtp_1. The number of resized instances in the post-cts repair step stands at 0. The core utilization at floorplan stands at 0.179. Pins over their slew limit in the final report were tallied at 0. The post-route DRC violation count stands at 0.

The number of global-route vias before repair stands at around 1100. The number of enable-type register cells in the synthesized netlist stands at 0. The count of yosys warnings during synthesis stands at 0. Listed in order, past its start point the critical path passes clkdlybuf4s50_1 -> inv_1 -> ha_1 -> or2_2 -> inv_1 -> ha_1 -> a21boi_0 -> o31ai_1 -> a22oi_1 -> a211o_1 -> nand4_1. The buffering stage count on the worst path with inverters included stands at 3. Summing over every cut layer, the via total after detailed routing is roughly 1000. The number of placed instances with taps included stands at approximately 230.

The final period utilization stands at 0.913. The post-synthesis area per instance stands at slightly below 8 um2. The floorplan core area stands at 5920 um2.

The number of synthesized register bits stands at 1. The proportion of synthesized flip-flops having asynchronous set or reset stands at 0. In the final layout, the multi-input gates occupy between 1000 and 1500 um2. For this sky-water flow run, the detailed-routed wirelength per cell is reported as 12.3 um.

Detailed-route iteration 0 reported a violation count of between 50 and 60. The pin count of the biggest net entering global routing stands at 14. Per the OpenROAD floorplan log, the height of the die is 98 um. The distinct cell type count of the synthesized netlist stands at 39.

The maximum clock rate stands at between 200 and 300 MHz. The first global-routing pass estimated 5240 um of wire. The stage logs contain a warning count of 39. Recorded from the global router log, the overflow total was 0. The global routing report lists combined usage of all routing layers as 0.0613. The final RePlAce weighted congestion stands at 0.842. All stages included, the depth of the critical timing path comes to 11.

Setup repair after global routing left no endpoint under its margin. The detailed-route vias per instance stands at about 4.5. The leakage power total stands at between 0.5 and 0.6 nW. The cell area that synthesis handed to floorplanning was approximately 1100 um2. The filler cell count in the final layout stands at around 640. The synthesized netlist handed to floorplanning was reported with a cell count of around 140.

The peak supply drop stands at 41.5 uV. Nets still carrying antenna violations after routing amount to 0. The layout overhead on the synthesized area stands at 30.7%.
-- cells in the mapped netlist (all sizes together), types with 2 or more instances --
cell | n | area share
a211o | 2 | 0.017
or3 | 2 | 0.012
nor2 | 14 | 0.050
o211ai | 2 | 0.014
nor4 | 2 | 0.012
nand2 | 3 | 0.011
nand3 | 4 | 0.019
a211oi | 2 | 0.019
nand2b | 3 | 0.018
a21oi | 10 | 0.047
inv | 9 | 0.032
ha | 36 | 0.43
nor3 | 2 | 0.0095
o21ai | 6 | 0.028
a2111oi | 2 | 0.018
a21o | 5 | 0.036
o31ai | 2 | 0.014
nor2b | 3 | 0.018
nand4b | 3 | 0.025
a31oi | 2 | 0.012
nand3b | 2 | 0.014
nand4 | 4 | 0.024
-- power by group --
part           internal (W)  switching [W]  total (W)
combinational     0.0000807      0.0000900   0.000171
sequential        0.0000110  0.00000000358  0.0000110
clock                     0              0          0
-- final timing paths --
| check | from | endpoint | slack (ns) |
|---|---|---|---|
| setup / recovery | rotation[0] | pixel_out | 0.32 |
| hold / removal | pixel_out | pixel_out | 1.41 |
-- through the flow --
stage	utilization	hold WS (ns)	instance area [um2]
after floorplan	-	0.948	1060
after global placement	0.233	1.41	1380
after detailed placement	0.233	1.41	1380
after CTS	0.233	1.41	1380
after global routing	0.233	1.44	1380
final	0.233	1.41	1380
-- layer usage --
metal / routed length, um / track usage
met5: 0 / 0
met4: 0 / 0
met3: 75 / 0.00427
met2: 1290 / 0.105
met1: 1500 / 0.0866
-- cells by family after synthesis --
kind of cell,Yosys count,share of synthesized area
AOI/OAI and AO/OA,42,0.276
adders and majority gates,36,0.426
buffers and inverters,9,0.0320
DFF,1,0.0189
and+or+nand+nor,47,0.247
-- cell type report --
type,count,area share
multi-input cells,125,0.726
repair buffers,23,0.167
well taps,75,0.0679
inverters,9,0.0245
flip-flops and latches,1,0.0145
Power and IR drop assume default switching activity.
